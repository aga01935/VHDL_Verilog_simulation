**/design/flow/design.v**
```verilog
module ds_160 (
input reset       ,  
input clock_160    ,  
input [7:0] data_in  ,  
input enable   ,  
output reg data_out   
);  
reg [7:0] shifter;  
always @ (posedge clock_160) begin  
	if(reset) begin 
		shifter <= 8'b00000000;  
	end
	else begin 
		if(enable) begin
			shifter <= data_in;
		end
		else begin
			data_out <= shifter[0];
			shifter <= {1'b0,shifter[7:1]};
		end
	end
end
endmodule  
```
**/design/flow/run.sh**
```bash
#!/bin/bash
# OpenROAD 26Q1-2900-gdf79404cd8, Yosys 0.63+post, stock flow scripts
make -C /OpenROAD-flow-scripts/flow DESIGN_CONFIG=/design/flow/config.mk WORK_HOME=/design/flow/orfs finish
```
**/design/flow/config.mk**
```make
export PLATFORM = sky130hd
export DESIGN_NAME = ds_160
export DESIGN_NICKNAME = ds_160
export VERILOG_FILES = /design/flow/design.v
export SDC_FILE = /design/flow/constraint.sdc
export NUM_CORES = 4
export LEC_CHECK = 1
export CORE_AREA = 10 10 70 70
export DIE_AREA = 0 0 80 80
```
**/design/flow/constraint.sdc**
```tcl
current_design ds_160

set clk_period 1.7
set clk_io_pct 0.2

create_clock -name clk0 -period $clk_period [get_ports {clock_160}]

set non_clock_inputs [all_inputs -no_clocks]
set_input_delay [expr $clk_period * $clk_io_pct] -clock clk0 $non_clock_inputs
set_output_delay [expr $clk_period * $clk_io_pct] -clock clk0 [all_outputs]
```
==> deck_impl_summary.md <==
Key Metrics from the Run

Logic synthesis
  – Complex-gate fraction of the synthesized area: 0
  – Avg Inst Size Synth: ~12 µm²
  – Yosys stat chip area: between 300 and 400 µm²
  – And+or+nand+nor area frac: 0.125
  – Xor and xnor area share after synthesis: 0
  – Proportion of synthesized area in mux cells: 0.220
  – Seq share, synth: 0.596
  – Post-synth cell types: 7
  – Tally of yosys warning messages: 1
  – Largest logic family: multiplexers
  – FA/HA/MAJ Cells, Area Fraction: 0
  – Number of register bits inferred by synthesis: 9
  – Number of instances in the synthesized netlist: 27
  – # Cells Yosys: 27
  – Combined area of all synthesized cells: approximately 320 µm²

Worst setup path
  – Total buffers and inverters traversed by the critical path: 1
  – Worst setup path startpoint: data_out
  – Critical-path cell with the highest stage delay: clkdlybuf4s50_1
  – Cell family with most CP delay: buffers and inverters
  – Worst reg2reg path startpoint: shifter[1]
  – Worst path depth: 1
  – Maximum fanout along the worst path: 1
  – CP endpoint: data_out
  – Worst Setup Path Type: flop to primary output
  – Crit-path cells: clkdlybuf4s50_1
  – Slowest cell delay on critical path: 0.46 ns
  – Worst EP arrival: approximately 1.1 ns
  – CP startpoint kind: flop
  – Worst reg-to-reg setup slack: ~1.1 ns
  – R2R depth: 2
  – Reg-to-reg critical path endpoint: shifter[0]
  – CP Data Required Time: approximately 1.4 ns
  – Category of the worst setup path capture point: primary output

Placement
  – Instance count after placement with tap cells included: 83
  – Port-buffer cells: 11
  – HPWL after DPL: between 500 and 600 µm
  – Gp weighted congestion: 0.660
  – Pre-CTS worst setup slack: 0.188 ns

Final timing
  – Number of hold violations in the final report: 0
  – Minimum clock period after layout: 1.39 ns
  – Final setup slack of the worst path: just over 0.3 ns
  – Total negative slack: 0 ns
  – Count of final setup violators: 0
  – Worst Skew: 0.0102 ns
  – Worst hold margin: 0.415 ns
  – Final worst path period share: 0.817
  – Unrepaired setup endpoints after global routing: no
  – Max-slew headroom: 0.699
  – Maximum clock rate: just over 700 MHz
  – Pins Over Slew Limit: 0
  – Pin slew with the least headroom to its limit: about 0.45 ns

Global route
  – Pin count of the biggest net entering global routing: 10
  – Residual overflow from global routing: 0
  – Number of global-route vias before repair: around 230
  – Antenna violations before repair: 0
  – Overall global routing resource usage: 0.0223
  – Global-route wire length before repair: 1100 µm

CTS
  – Clock tree root driver cell: clkbuf_4
  – Clock-pin slew reported for the worst setup and hold paths after clock tree synthesis: roughly 0.060 ns
  – Buffer depth of the longest clock path: 2
  – Number of buffers inserted by post-CTS setup repair: 0
  – Worst-skew pair later-pin latency: roughly 0.26 ns
  – Clock Sink Count: 9
  – CTS tree: yes
  – Cts hold-fix bufs: 0
  – Clock buffer count from CTS: 3
  – Number of levels the H-tree was split into: 1
  – Post-cts repair resize count: 0

Layout
  – Layout area overhead: 57.3%
  – Non-filler cells in the finished layout: approximately 87
  – Most frequent logic cells in the routed design: 11 x clkdlybuf4s50_1, 8 x nor2_1, 8 x dfxtp_1
  – Fraction of final layout cells with drive strength greater than 1: 0.122
  – Fillers: 382
  – Commonest Layout Cell: clkdlybuf4s50_1

Pwr
  – Portion of total power attributed to combinational logic: 0.116
  – Max IR drop VDD: ~0.00022 V
  – Internal power: 0.000351 W
  – P_leak: between 0.2 and 0.25 nW
  – Share of power burned in the clock network: 0.363
  – NetSw: between 0.00008 and 0.00009 W
  – Switching part of the total power: 0.202
  – Total power per unit cell area: 876 nW/µm²
  – Sequential share of power: 0.522

Routing
  – Antenna cells: 0
  – Number of nets still failing antenna checks after routing: 0
  – Post-route DRC violation count: 0
  – Vias: 222
  – Average via count per standard cell: between 2 and 3
  – First-iteration detailed-routing DRC count: 5
  – DR pass1 iterations: 2
  – Total length of routed wires: 707 µm
  – Detailed-route wire length per cell: 8.13 µm

Floorplan
  – Site Rows: 21
  – Initial core utilization: 0.0934
  – Chip area: 6400 µm²
  – Die height: ~80 µm
  – Die boundary width: ~80 µm
  – Core area: between 3000 and 4000 µm²
  – Count of boundary I/O pins: 12

Hold path
  – HP Class: flop to flop

Run
  – Warning total across the stage logs: 25
  – Max-cap check violation count: 0

Status
  – Outcome: complete, no violations
==> synth_stat cells <==
master | instances | share of area
and3b_2 | 1 | 0.031
buf_4 | 1 | 0.024
buf_6 | 1 | 0.035
dfxtp_1 | 8 | 0.50
edfxtp_1 | 1 | 0.094
mux2i_1 | 7 | 0.22
nor2_1 | 8 | 0.094
==> metrics by stage <==
| stage | instance area (µm²) | power, W | utilization |
|---|---|---|---|
| finish | 502 | 0.000440 | 0.147 |
| floorplan | 319 | 0.000257 | - |
| detailed placement | 475 | 0.000286 | 0.139 |
| global placement | 475 | 0.000285 | 0.139 |
| CTS | 502 | 0.000449 | 0.147 |
| global route | 502 | 0.000464 | 0.147 |
==> worst min-delay path by stage <==
stage	from	end	slack (ns)	cells past startpoint
after CTS	shifter[0]	data_out	0.41	0
after global routing	shifter[0]	data_out	0.42	0
final	shifter[0]	data_out	0.41	0
==> power groups by stage <==
stage	registers [W]	logic [W]	clock network, W
finish	0.000229	0.0000508	0.000159
global route	0.000230	0.0000557	0.000178
CTS	0.000229	0.0000522	0.000168
==> final cells by class <==
cell class                 instances  area [µm²]  area share
tap                               46        57.6       0.115
sequential                         9         190       0.379
clock buffer                       4        26.3      0.0524
timing repair buffer              12         118       0.234
multi-input combinational         16         110       0.219
==> layer usage <==
metal  wire (µm)  up-vias  GRT usage
met3          88        0     0.0182
li1            -      115          -
met4           0        0          0
met2         376        7     0.0385
met1         242      100     0.0216
met5           0        -          0
==> logic make-up (layout without fill, tap and decap cells) <==
kind of cell           after synthesis  after routing
DFF                                  9              9
and+or+nand+nor                      9              9
muxes                                7              7
buffers and inverters                2             16
==> sequential cells by signal, summed over array words and instances, names as in the netlist <==
name	cells
shifter	8
data_out	1
Power is estimated from default activity; no workload was simulated.
