==> /design/flow/design.v <==
module ds_40 (
input reset       ,  
input clock_40    ,  
input [7:0] data_in  ,  
input enable   ,  
output reg data_out   
);  
reg [7:0] shifter;  
always @ (posedge clock_40) begin  
	if(reset) begin 
		shifter <= 8'b00000000;  
	end
	else if(enable) begin
		shifter <= data_in;
		end
	else begin	
		shifter <= {1'b0,shifter[7:1]};
		data_out <= shifter[0];
	end
end
endmodule  
==> /design/flow/run.sh <==
#!/bin/bash
# OpenROAD 26Q1-2900-gdf79404cd8, Yosys 0.63+post, stock flow scripts
make -C /OpenROAD-flow-scripts/flow DESIGN_CONFIG=/design/flow/config.mk WORK_HOME=/design/flow/orfs finish
==> /design/flow/config.mk <==
export PLATFORM = sky130hd
export DESIGN_NAME = ds_40
export DESIGN_NICKNAME = ds_40
export VERILOG_FILES = /design/flow/design.v
export SDC_FILE = /design/flow/constraint.sdc
export NUM_CORES = 4
export LEC_CHECK = 1
export CORE_AREA = 10 10 70 70
export DIE_AREA = 0 0 80 80
==> /design/flow/constraint.sdc <==
current_design ds_40

set clk_period 1.0
set clk_io_pct 0.2

create_clock -name clk0 -period $clk_period [get_ports {clock_40}]

set non_clock_inputs [all_inputs -no_clocks]
set_input_delay [expr $clk_period * $clk_io_pct] -clock clk0 $non_clock_inputs
set_output_delay [expr $clk_period * $clk_io_pct] -clock clk0 [all_outputs]
==> GITHUB_STEP_SUMMARY <==
### Metrics collected by this job

| Metric | Value |
|---|---|
| Via count of the first global-routing pass | between 200 and 300 |
| Max FO, Critical Path | 9 |
| Req. time, crit path | about 1.1 ns |
| Post-synthesis mux area share | 0.220 |
| Buffers inserted during post-CTS setup optimization | 0 |
| First-pass DRT Iterations | 4 |
| Cell types occupying the most area after synthesis | dfxtp_1, mux2i_1, edfxtp_1, nor2_1, buf_6 |
| Series of cell instances along the critical path | clkdlybuf4s50_1, buf_6, mux2i_1, nor2_1 |
| Most numerous cell types in the synthesized netlist | dfxtp_1, nor2_1, mux2i_1 |
| Dominant register cell in the synthesized netlist | dfxtp_1 |
| Area fraction in xor and xnor cells | 0 |
| Count of filler cells inserted in the layout | 392 |
| Worst-path cell with the longest stage delay | clkdlybuf4s50_1 |
| Fin area | 508 um2 |
| Largest area contributor in the netlist | dfxtp_1 |
| Netlist cell types | 7 |
| Adder Share, Synth | 0 |
| Final setup slack of the worst path | a little under 0.05 ns |
| Post-detailed-route wirelength per cell | approximately 8.1 um |
| Growth of design area from synthesis to finish | 59.2% |
| Comb pwr share | 0.121 |
| Post-detailed-placement cell area | between 400 and 500 um2 |
| Drt via density | approximately 2.6 |
| Initial standard-cell utilization of the core | 0.0934 |
| Worst setup path category | in2reg |
| Antenna violations before repair | 0 |
| Horizontal die dimension | around 80 um |
| CTS tree | yes |
| Final hold viol count | 0 |
| Num CTS Buffers | 3 |
| Synth top area share | 0.502 |
| Type of origin of the critical path | input port |
| Detailed Route Iter0 Violations | 7 |
| Layout cells sized above 1 | 0.167 |
| Endpoint class of the critical path | register |
| Number of enable flip-flop cells | 1 |
| Row Count | 21 |
| Worst slew margin | 0.910 |
| Quantity of I/O buffers inserted on ports | 11 |
| Wire length of the first global-routing pass | roughly 1200 um |
| Overall chip area | roughly 6400 um2 |
| Max-capacitance violation count | 0 |
| DRC | 0 |
| And-or/or-and share of the synthesized area | 0 |
| Count of yosys warnings during synthesis | 1 |
| Type of the tightest min-delay check | reg2reg |
| Total clock sinks | 9 |
| Standard cell core area | 3420 um2 |
| Unrepaired setup endpoints after global routing | no |
| Max Buffers Root-to-Sink | 2 |
| Proportion of total power due to net switching | 0.191 |
| Clock Latency Late Sink | between 0.2 and 0.3 ns |
| Clock slew at the register clock pins of the worst setup and hold paths | about 0.06 ns |
| Total of hold buffers inserted after clock tree synthesis | 0 |
| Top-level I/O count | 12 |
| Leakage power | 0.207 nW |
| H-tree level count | 1 |
| Clk network pwr share | 0.351 |
| Diodes inserted | 0 |
| Run status | finished, final reports clean |
| Maximum vdd ir drop | 0.289 mV |
| Minimum period implied by the final worst setup slack | 0.951 ns |
| Simple logic cell fraction of the synthesized area | 0.125 |
| Max-slew violations | 0 |
| Mean instance size in the synthesized netlist | about 12 um2 |
| Clock skew | between 0.003 and 0.004 ns |
| Number of warnings the tools reported | 25 |
| Yosys Instances | 27 |
| GPL Wtd Cong | roughly 0.65 |
| All-Layer GR Usage | 0.0228 |
| Crit path DAT | 1.09 ns |
| Pin count of the biggest net entering global routing | 10 |
| Post-synthesis register bit count | 9 |
| Part of the power in registers | 0.528 |
| Leftover overflow at the end of global routing | 0 |
| Number of endpoints failing setup at the final stage | 0 |
| Share of async-settable or async-resettable flops after synthesis | 0 |
| Vertical extent of the die | 80 um |
| Clock root cell | clkbuf_4 |
| Largest incremental delay on the critical path | 0.47 ns |
| Top logic family | multiplexers |
| Kind of cell with the highest combined delay on the critical path | buffers and inverters |
| Total via count in the routed design | 229 |
| WL final | 713 um |
| Power density cells | about 1500 nW/um2 |
| Buffer and inverter count on the worst path | 2 |
| Maximum operating frequency | 1050 MHz |
| Synthesized cell area | 319 um2 |
| Yosys stat area | ~320 um2 |
| Final cycle utilization of the critical path | 0.951 |
| Switching power | approximately 0.14 mW |
| Internal Power | ~0.6 mW |
| Place WS | -0.221 ns |
| Transition time at the pin with the least slew margin | ~0.13 ns |
| Synthesized netlist cell count | 27 |
| Number of nets with antenna violations after detailed routing | 0 |
| Seq share, synth | 0.596 |
-- per-stage QoR --
step | instances | power [mW] | hold WS (ns) | util | TNS [ns]
finish | 88 | 0.739 | 0.406 | 0.149 | 0
global route | 88 | 0.796 | 0.422 | 0.149 | 0
CTS | 88 | 0.753 | 0.410 | 0.148 | 0
detailed placement | 84 | 0.489 | 0.396 | 0.141 | -1.75
global placement | 84 | 0.487 | 0.391 | 0.141 | -1.66
floorplan | 27 | 0.438 | 0.347 | - | 0
-- power by group through the flow --
stage     registers (mW)  clock network, mW  logic (mW)
4_1_cts            0.390              0.273      0.0891
5_1_grt            0.392              0.306      0.0972
6_report           0.390              0.259      0.0891
-- metal layers --
layer | track usage | up-vias | part of all wire
met3 | 0.0148 | 0 | 0.10
li1 | - | 119 | -
met2 | 0.0393 | 6 | 0.54
met5 | 0 | - | 0
met4 | 0.00352 | 0 | 0
met1 | 0.0228 | 104 | 0.35
-- layout by cell type (no fill, tap or decap) --
cell	instances
clkdlybuf4s50_1	10
nor2_1	8
dfxtp_1	8
mux2i_1	7
clkbuf_4	3
and3b_2	1
clkbuf_1	1
edfxtp_1	1
buf_2	1
buf_6	1
buf_4	1
-- state kept, by name, summed over array words and instances (netlist names) --
register / flops
shifter: 8
data_out: 1
-- final timing paths --
check	start	to	slack, ns	depth (start not counted)
max	enable	shifter[6]	0.05	4
min	shifter[0]	data_out	0.41	0
max reg2reg	shifter[7]	shifter[6]	0.41	2
min reg2reg	shifter[0]	data_out	0.41	0
-- what timing repair did --
action                                 4_1_cts  5_1_grt
resized                                      3        1
gates cloned                                 0        0
endpoints found under the hold margin        0        0
setup endpoints to repair                    1        1
-- final cells by class --
type / instances / area [um2] / share of cell area
clock buffers: 4 / 26.3 / 0.0517
multi-input cells: 16 / 110 / 0.217
flip-flops and latches: 9 / 190 / 0.374
well taps: 46 / 57.6 / 0.113
repair buffers: 13 / 124 / 0.244
-- cell families (layout without fill, tap and decap cells) --
group / after synthesis / count (layout)
mux: 7 / 7
flops: 9 / 9
simple gates: 9 / 9
buf+inv: 2 / 17
Power is estimated from default activity; no workload was simulated.
